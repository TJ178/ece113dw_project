--- /design/flow/design.v ---
module preemphasis #(
	parameter SAMPLE_BITS = 12
)(
	input 								 clk,
	input 								 rst,
	input 		 [SAMPLE_BITS-1:0] in,
	output logic [SAMPLE_BITS-1:0] out,
	output logic						 valid
);
	always_ff @ (posedge clk) begin
		out <= in;
		valid <= 1'b1;
	end
endmodule
--- /design/flow/run.sh ---
#!/bin/bash
# OpenROAD 26Q1-2900-gdf79404cd8, Yosys 0.63+post, stock flow scripts
make -C /OpenROAD-flow-scripts/flow DESIGN_CONFIG=/design/flow/config.mk WORK_HOME=/design/flow/orfs finish
--- /design/flow/config.mk ---
export PLATFORM = sky130hd
export DESIGN_NAME = preemphasis
export DESIGN_NICKNAME = preemphasis
export VERILOG_FILES = /design/flow/design.v
export SDC_FILE = /design/flow/constraint.sdc
export NUM_CORES = 4
export LEC_CHECK = 1
export CORE_AREA = 10 10 70 70
export DIE_AREA = 0 0 80 80
--- /design/flow/constraint.sdc ---
current_design preemphasis

set clk_period 1.0
set clk_io_pct 0.2

create_clock -name clk0 -period $clk_period [get_ports {clk}]

set non_clock_inputs [all_inputs -no_clocks]
set_input_delay [expr $clk_period * $clk_io_pct] -clock clk0 $non_clock_inputs
set_output_delay [expr $clk_period * $clk_io_pct] -clock clk0 [all_outputs]
==> results.cfg <==
; flow metrics
[finish]
reg_top3 = out (12)
synthToLayoutAreaGrowth_pct = 121.4
fin_cells = 87
largest_register = out
drive_above_1_share_pct = 41.46
largest_register_ffs = 12

[floorplanning]
io_pins = 27
core_area_um2 = 3416
fp.dieH_um = 80
fp.dieArea_um2 = 6400
fp_util_pct = 7.363
die_x_um = 80
rows = 21

[synth]
ys.flop_type = dfxtp_1
ys.flops = 12
postSynthSeqShare_pct = 95.52
yosys.area.top_type = dfxtp_1
enable_flop_cells = 0
synth_cells = 14
yosys.area.top_type_share_pct = 95.52
syn-cell-area_um2 = 251.5
synth_warnings = 1
synth.area.top_cells = dfxtp_1 96%, buf_4 3.0%, conb_1 1.5%
syn_avg_cell_area_um2 = 17.96
yosys.cell_types.count = 3
ys_top_cells_by_count = 12 x dfxtp_1, 1 x buf_4, 1 x conb_1
yosys_cells = 14
most_common_cell = dfxtp_1
async_flop_share_pct = 0
synth_chip_area_um2 = 251.5

[clock_tree]
cts_buffer_depth = 2
cts.sinks = 12
numCtsBuffers = 3
cts_tree = done
cts_root_buffer = clkbuf_4
htreeDepth = 1
clk_pin_slew_ps = 70

[setup_path]
crit_type = register to output port
crit_buf_inv = 1
endpoint_kind = output port
slowest_stage = dfxtp_2
worstPathCellList = clkdlybuf4s15_1
cp_num_cells = 1
cpPeakStageDelay_ps = 320
critPathMaxFanout = 1
path_delay_family = flip-flops
startpoint_type = register
crit_arrival_ps = 750
required_ps = 800

[detailed_routing]
drtIter0Drc = 2
wire_per_inst_um = 9.368
n_antenna_cell = 0
wirelength_um = 815
vias = 196
viasPerCell = 2.253
drtAntennaViolNets = 0
drc_errors = 0
drtPass1Iterations = 2

[timing]
fin_setup_tns_ps = 0
fmaxAchievable_mhz = 1049
period_used_pct = 95.31
finalCriticalPeriod_ps = 953.1
setup_viol = 0
drv_slew = 0
rsz0062_at_grt = no
hold_viol_final = 0

[run]
maxCapViolations = 0
warnings = 26

[worst_hold_path]
hold_class = input pin to register
hold_depth = 1

[global_routing]
antenna_found_initial = 0
gr-total-overflow = 0
grt_usage_pct = 2.587
grt_pass1_wl_um = 1173
grt_pass1_vias = 227
grt_max_degree = 8

[place]
io_buffer_count = 24
post-dp-hpwl_um = 730.1
dp.cells = 83
place_congestion = 0.6819

[power]
leakage_nw = 0.2247
p_per_area_nw_per_um2 = 1729
max-vdd-ir-drop_v = 0.0008385

[status]
status = finished, final reports clean
==> worst paths after layout <==
kind	from	endpoint	slack (ps)
max	out[4]$_DFF_P_	out[4]	50
min	in[1]	out[1]$_DFF_P_	360
==> cells by family (layout without fill, tap and decap cells) <==
group	after synthesis	count (layout)	share of synthesized area [%]
buffers and inverters	1	28	2.986
other	1	1	1.491
DFF	12	12	95.52
==> cells in the final DEF (no fill, tap or decap), drive strengths merged <==
master	synthesis	final
clkdlybuf4s50	0	12
conb	1	1
clkdlybuf4s15	0	6
dfxtp	12	12
clkbuf	0	10
==> report_power, final <==
group | leakage (nW) | internal (mW) | switching, mW
sequential | 0.101 | 0.506 | 0.00590
combinational | 0.102 | 0.0621 | 0.00905
clock | 0.0210 | 0.221 | 0.159
total | 0.225 | 0.789 | 0.174
==> metrics by stage <==
stage / hold slack, ps / utilization, % / setup slack, ps / power [mW] / area, um^2
2_1_floorplan: 227.7 / - / 538.5 / 0.5163 / 251.5
3_3_place_gp: 652.5 / 15.86 / 27.86 / 0.6127 / 541.8
3_5_place_dp: 651.7 / 15.86 / 24.48 / 0.6126 / 541.8
4_1_cts: 350.5 / 16.96 / 3.879 / 0.9974 / 579.3
5_1_grt: 347.8 / 16.30 / 4.721 / 1.025 / 556.8
6_report: 360.4 / 16.30 / 46.94 / 0.9629 / 556.8
==> per-layer routing <==
metal  routed length (um)  part of all wire (%)  GRT usage (%)
met3                  188                    23          3.182
met4                    0                     0              0
met2                  362                    44          3.852
met1                  263                    32          2.371
met5                    0                     0              0
==> area by class of cell <==
class / instances / area, um^2
well taps: 46 / 57.56
repair buffers: 24 / 210.2
clock buffers: 4 / 36.28
multi-input cells: 1 / 3.754
fillers: 390 / 2859
flip-flops and latches: 12 / 249.0
==> repair_timing <==
action,in CTS,in global routing
resized,25,12
hold buffers,0,0
gates cloned,0,0
buffers inserted,0,0
endpoints found under the setup margin,12,7
No activity file was given, so power comes from the tool's default toggle rates.
